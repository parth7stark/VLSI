## flow/config.mk

```make
export PLATFORM = sky130hd
export DESIGN_NAME = MAC
export DESIGN_NICKNAME = MAC
export VERILOG_FILES = /design/flow/design.v
export SDC_FILE = /design/flow/constraint.sdc
export NUM_CORES = 4
export LEC_CHECK = 1
export CORE_UTILIZATION = 30
```

## flow/constraint.sdc

```tcl
current_design MAC

set clk_period 16.3
set clk_io_pct 0.2

create_clock -name clk0 -period $clk_period [get_ports {clk}]

set non_clock_inputs [all_inputs -no_clocks]
set_input_delay [expr $clk_period * $clk_io_pct] -clock clk0 $non_clock_inputs
set_output_delay [expr $clk_period * $clk_io_pct] -clock clk0 [all_outputs]
```

## flow/design.v

```verilog
module step1(A,B,P1,P2,P3,P4,P5,P6,P7,P8);
	input [7:0] A,B;
	output [7:0] P1,P2,P3,P4,P5,P6,P7,P8;
	assign P1[0] = A[0] & B[0];
	assign P1[1] = A[1] & B[0];
	assign P1[2] = A[2] & B[0];
	assign P1[3] = A[3] & B[0];
	assign P1[4] = A[4] & B[0];
	assign P1[5] = A[5] & B[0];
	assign P1[6] = A[6] & B[0];
	assign P1[7] = A[7] & B[0];
	assign P2[0] = A[0] & B[1];
	assign P2[1] = A[1] & B[1];
	assign P2[2] = A[2] & B[1];
	assign P2[3] = A[3] & B[1];
	assign P2[4] = A[4] & B[1];
	assign P2[5] = A[5] & B[1];
	assign P2[6] = A[6] & B[1];
	assign P2[7] = A[7] & B[1];
	assign P3[0] = A[0] & B[2];
	assign P3[1] = A[1] & B[2];
	assign P3[2] = A[2] & B[2];
	assign P3[3] = A[3] & B[2];
	assign P3[4] = A[4] & B[2];
	assign P3[5] = A[5] & B[2];
	assign P3[6] = A[6] & B[2];
	assign P3[7] = A[7] & B[2];
	assign P4[0] = A[0] & B[3];
	assign P4[1] = A[1] & B[3];
	assign P4[2] = A[2] & B[3];
	assign P4[3] = A[3] & B[3];
	assign P4[4] = A[4] & B[3];
	assign P4[5] = A[5] & B[3];
	assign P4[6] = A[6] & B[3];
	assign P4[7] = A[7] & B[3];
	assign P5[0] = A[0] & B[4];
	assign P5[1] = A[1] & B[4];
	assign P5[2] = A[2] & B[4];
	assign P5[3] = A[3] & B[4];
	assign P5[4] = A[4] & B[4];
	assign P5[5] = A[5] & B[4];
	assign P5[6] = A[6] & B[4];
	assign P5[7] = A[7] & B[4];
	assign P6[0] = A[0] & B[5];
	assign P6[1] = A[1] & B[5];
	assign P6[2] = A[2] & B[5];
	assign P6[3] = A[3] & B[5];
	assign P6[4] = A[4] & B[5];
	assign P6[5] = A[5] & B[5];
	assign P6[6] = A[6] & B[5];
	assign P6[7] = A[7] & B[5];
	assign P7[0] = A[0] & B[6];
	assign P7[1] = A[1] & B[6];
	assign P7[2] = A[2] & B[6];
	assign P7[3] = A[3] & B[6];
	assign P7[4] = A[4] & B[6];
	assign P7[5] = A[5] & B[6];
	assign P7[6] = A[6] & B[6];
	assign P7[7] = A[7] & B[6];
	assign P8[0] = A[0] & B[7];
	assign P8[1] = A[1] & B[7];
	assign P8[2] = A[2] & B[7];
	assign P8[3] = A[3] & B[7];
	assign P8[4] = A[4] & B[7];
	assign P8[5] = A[5] & B[7];
	assign P8[6] = A[6] & B[7];
	assign P8[7] = A[7] & B[7];
endmodule
module HA(A,B,sum, carry);
	input A,B;
	output sum,carry;
	assign sum = A^B;
	assign carry = A&B;
endmodule
module FA(A,B,C,sum, carry);
	input A,B,C;
	output sum,carry;
	assign sum = A^B^C;
	assign carry = (A&B) | (B&C) | (C&A);
endmodule
module it(P1,P2,P3,P4,P5,P6,P7,P8,S,C);
	input [7:0] P1,P2,P3,P4,P5,P6,P7,P8;
	output [14:0] S;
	output [10:0] C;	 
	wire [9:0] S1,S2;	
	wire [7:0] C1,C2;	 
	assign S1[0] = P1[0];  
	HA h1(P1[1],P2[0],S1[1],C1[0]);
	FA f1(P1[2],P2[1],P3[0],S1[2],C1[1]);
	FA f2(P1[3],P2[2],P3[1],S1[3],C1[2]);
	FA f3(P1[4],P2[3],P3[2],S1[4],C1[3]);
	FA f4(P1[5],P2[4],P3[3],S1[5],C1[4]);
	FA f5(P1[6],P2[5],P3[4],S1[6],C1[5]);
	FA f6(P1[7],P2[6],P3[5],S1[7],C1[6]);
	HA h2(P2[7],P3[6],S1[8],C1[7]);
	assign S1[9] = P3[7];
	assign S2[0] = P4[0];  
	HA i1h1(P4[1],P5[0],S2[1],C2[0]);
	FA i1f1(P4[2],P5[1],P6[0],S2[2],C2[1]);
	FA i1f2(P4[3],P5[2],P6[1],S2[3],C2[2]);
	FA i1f3(P4[4],P5[3],P6[2],S2[4],C2[3]);
	FA i1f4(P4[5],P5[4],P6[3],S2[5],C2[4]);
	FA i1f5(P4[6],P5[5],P6[4],S2[6],C2[5]);
	FA i1f6(P4[7],P5[6],P6[5],S2[7],C2[6]);
	HA i1h2(P5[7],P6[6],S2[8],C2[7]);
	assign S2[9] = P6[7];
	wire [10:0] S3;
	wire [9:0] C3;
	assign S3[0] = S1[0];
	assign S3[1] = S1[1];
	HA i2h1(S1[2],C1[0],S3[2],C3[0]);
	FA i2f1(S1[3],C1[1],S2[0],S3[3],C3[1]);
	FA i2f2(S1[4],C1[2],S2[1],S3[4],C3[2]);
	FA i2f3(S1[5],C1[3],S2[2],S3[5],C3[3]);
	FA i2f4(S1[6],C1[4],S2[3],S3[6],C3[4]);
	FA i2f5(S1[7],C1[5],S2[4],S3[7],C3[5]);
	FA i2f6(S1[8],C1[6],S2[5],S3[8],C3[6]);
	FA i2f7(S1[9],C1[7],S2[6],S3[9],C3[7]);
	assign S3[10] = S2[7];
	assign C3[8] = S2[8];
	assign C3[9] = S2[9];
	wire [9:0] S4;
	wire [7:0] C4;
	assign S4[0] = C2[0];  
	HA it2h1(C2[1],P7[0],S4[1],C4[0]);
	FA it2f1(C2[2],P7[1],P8[0],S4[2],C4[1]);
	FA it2f2(C2[3],P7[2],P8[1],S4[3],C4[2]);
	FA it2f3(C2[4],P7[3],P8[2],S4[4],C4[3]);
	FA it2f4(C2[5],P7[4],P8[3],S4[5],C4[4]);
	FA it2f5(C2[6],P7[5],P8[4],S4[6],C4[5]);
	FA it2f6(C2[7],P7[6],P8[5],S4[7],C4[6]);
	HA it2h2(P7[7],P8[6],S4[8],C4[7]);
	assign S4[9] = P8[7];
	wire [13:0] S5;
	wire [10:0] C5;
	assign S5[0] = S3[0];
	assign S5[1] = S3[1];
	assign S5[2] = S3[2];
	HA i3h1(S3[3],C3[0],S5[3],C5[0]);
	HA i3h2(S3[4],C3[1],S5[4],C5[1]);
	FA i3f1(S3[5],C3[2],S4[0],S5[5],C5[2]);
	FA i3f2(S3[6],C3[3],S4[1],S5[6],C5[3]);
	FA i3f3(S3[7],C3[4],S4[2],S5[7],C5[4]);
	FA i3f4(S3[8],C3[5],S4[3],S5[8],C5[5]);
	FA i3f5(S3[9],C3[6],S4[4],S5[9],C5[6]);
	FA i3f6(S3[10],C3[7],S4[5],S5[10],C5[7]);
	HA i3h3(C3[8],S4[6],S5[11],C5[8]);
	HA i3h4(C3[9],S4[7],S5[12],C5[9]);
	assign S5[13] = S4[8];
	assign C5[10] = S4[9];
	assign S[0] = S5[0];
	assign S[1] = S5[1];
	assign S[2] = S5[2];
	assign S[3] = S5[3];
	HA i4h1(S5[4],C5[0],S[4],C[0]);
	HA i4h2(S5[5],C5[1],S[5],C[1]);
	HA i4h3(S5[6],C5[2],S[6],C[2]);
	FA i4f1(S5[7],C5[3],C4[0],S[7],C[3]);
	FA i4f2(S5[8],C5[4],C4[1],S[8],C[4]);
	FA i4f3(S5[9],C5[5],C4[2],S[9],C[5]);
	FA i4f4(S5[10],C5[6],C4[3],S[10],C[6]);
	FA i4f5(S5[11],C5[7],C4[4],S[11],C[7]);
	FA i4f6(S5[12],C5[8],C4[5],S[12],C[8]);
	FA i4f7(S5[13],C5[9],C4[6],S[13],C[9]);
	HA i4h4(C5[10],C4[7],S[14],C[10]);
endmodule
module FullAdder(A,B,C,sum, carry);
	input A,B,C;
	output sum,carry;
	assign sum = A^B^C;
	assign carry = (A&B) | (B&C) | (C&A);
endmodule
module	FA4(A,B,Cin, sum,carry);
	input [3:0] A,B;
	input Cin;
	output [3:0] sum;
	output carry;
	wire C1,C2,C3;
	FullAdder FA_0(A[0],B[0],Cin,sum[0],C1);
	FullAdder FA_1(A[1],B[1],C1, sum[1], C2);
	FullAdder FA_2(A[2],B[2],C2, sum[2], C3);
	FullAdder FA_3(A[3],B[3], C3, sum[3], carry);
endmodule
module FA8(A,B,Cin,Sum,Carry);
	input [7:0] A,B;
	input Cin;
	output [7:0] Sum;
	output Carry;
	wire C1;
	FA4 f1(A[3:0],B[3:0], Cin, Sum[3:0], C1);
	FA4 f2(A[7:4],B[7:4], C1, Sum[7:4], Carry);
endmodule
module FA16(A,B,Cin,Sum,Cout);
	input [15:0] A,B;
	input Cin;
	output [15:0] Sum;
	output Cout;
	wire C1;
	FA8 f1(A[7:0],B[7:0], Cin, Sum[7:0], C1);
	FA8 f2(A[15:8],B[15:8], C1, Sum[15:8], Cout);
endmodule
module FA36(A,B,Sum,Carry);
	input [35:0] A,B;
	output [35:0] Sum;
	output Carry;
	wire C0,C1;
	FA16 f1(A[15:0],B[15:0],1'b0,Sum[15:0],C0);
	FA16 f2(A[31:16],B[31:16],C0,Sum[31:16],C1);
	FA4 f3(A[35:32],B[35:32],C1,Sum[35:32],Carry);
endmodule
module wm(A,B,Sum,Cout);
input [7:0] A,B;	 
output [15:0] Sum;		 
output Cout;
wire [7:0] P1,P2,P3,P4,P5,P6,P7,P8;
step1 s(A,B,P1,P2,P3,P4,P5,P6,P7,P8);
wire [14:0] S;
wire [10:0] C;
it i(P1,P2,P3,P4,P5,P6,P7,P8,S,C);
wire [15:0] a,b;	 
assign a[14:0] = S[14:0];
assign a[15] = 1'b0;
assign b[4:0] = 5'b00000;
assign b[15:5] = C[10:0];
FA16 add(a,b,1'b0,Sum,Cout);
endmodule
module Wallace16bit(A,B,out);
	input [15:0] A,B;
	output [35:0] out;
	wire cout1,cout;
	wire [15:0] pp1,pp2,pp3,pp4;
	wm w1(A[7:0],B[7:0],pp1,cout); 
	wm w2(A[15:8],B[7:0],pp2,cout);
	wm w3(A[7:0],B[15:8],pp3,cout);
	wm w4(A[15:8],B[15:8],pp4,cout);
	assign out[7:0] = pp1[7:0];
	wire c1,c2,c3,c4;
	wire [7:0] t1,t2;
	FA8 a(pp1[15:8],pp2[7:0],1'b0,t1,c1);
	FA8 b(t1,pp3[7:0],1'b0,out[15:8],c2);
	FA8 c(pp2[15:8],pp3[15:8],c1,t2,c3);
	FA8 d(t2,pp4[7:0],c2,out[23:16],c4);
	wire [7:0] ca1;
	assign ca1[0] = c3;
	assign ca1[7:1] = 7'd0;
	FA8 e(pp4[15:8],ca1,c4,out[31:24],c5);
	assign out[35:32] = 4'd0;
endmodule
module dff(d,clk,reset,q);
	input [35:0] d;
	input clk, reset;
	output reg [35:0] q;
	always @(posedge clk or posedge reset)
	begin
		if(reset)
 			q <= 36'd0;
		else
			q <= d;
	end
endmodule
module MAC(A,B,out,clk,reset);
	input [15:0] A,B;
	input clk,reset;
	output [35:0] out;
	wire [35:0] out1,temp;
	Wallace16bit w(A,B,out1);
	dff d1 (out1,clk,reset,temp);
	wire [35:0] sumt,outff;
	wire c;
	FA36 fa (temp,outff,out,c);
	dff d2 (out,clk,reset,outff);
endmodule
```

## flow/run.sh

```bash
#!/bin/bash
# OpenROAD 26Q1-2900-gdf79404cd8, Yosys 0.63+post, stock flow scripts
make -C /OpenROAD-flow-scripts/flow DESIGN_CONFIG=/design/flow/config.mk WORK_HOME=/design/flow/orfs finish
```

==> results.toml <==
# physical design summary
[die]
pin_count = 70
die_y_um = 190
coreArea_um2 = 34600
initial_utilization = 0.305
die-area_um2 = 36000
std_cell_rows = 68
chipWidth_um = 190

[cells_and_area]
logic_area_um2 = 7530
syn_to_final_growth_pct = 12.9
final_area_um2 = 11900
seqCellArea_um2 = 1700
drive_above_1_share = 0.0900
nFillCells = 3395
final_core_util = 0.345

[timing]
skew_ns = 0.0115
final_hold_viol_count = 0
max_freq_mhz = 62.7
slew_headroom = 0.471
finalCritPeriodShare = 0.978
setup_viol = 0
worst_pin_slew_ns = 0.791
slew_violations = 0
final.min_clock_period_ns = 15.95
rsz0062_at_grt = "no"

[global_routing]
grt_pass1_vias = 6634
gr-usage-all-layers = 0.127
grt_antenna_before_repair = 5
grt_max_degree = 46
grt_remaining_overflow = 0
grt_pass1_wl_um = 34200

[detailed_routing]
ant_nets = 0
dr.pass1.iters = 4
drc = 0
insertedDiodeCount = 0
routedWlPerCell_um = 13.7
vias = 6023
drt-initial-drc-count = 141
via_per_inst = 4.14
finalWirelength_um = 20000

[cts]
clockBufferDepth = 2
hold_buffers = 0
clock_sinks = 68
numCtsBuffers = 9
tritoncts = "done"
clk_pin_slew_worst_paths_ns = 0.05
insertion_delay_ns = 0.34
cts.htree.levels = 3
cts-root-buf = "clkbuf_16"

[setup_path]
cp.required_ns = 13.04
cp_max_fo = 2
cp-start-kind = "register"
critPathSlowestCell = "clkdlybuf4s50_1"
endpoint_kind = "output pin"
crit_type = "reg2out"
slowest_delay_ns = 0.44
crit_top_cell = "fa_2"
arrival_ns = 12.69

[synthesis]
synth_chip_area_um2 = 10600
top_cells_by_count = "fa_1, inv_1, and2_1"
top_area_cell = "fa_1"
ys_types = 11
synthFlopType = "dfrtp_1"
yosysWarnings = 2
async_flop_share = 1.00
topCellsByArea = "fa_1, dfrtp_1, and2_1, ha_1, inv_1"
edf_count = 0
ys_seq_frac = 0.161
synth-cells-yosys = 955
synth.most_common_cell = "fa_1"
top_area_frac = 0.474
avgSynthCellArea_um2 = 11.1
synthesis.area_um2 = 10600
netlist_instances = 955
synth_flop_count = 68

[power]
ir_drop_mv = 0.119
leakagePower_uw = 0.00566
p_per_area_nw_per_um2 = 195

[flow_run]
tool_warnings = 25
maxCapViolations = 0

[placement]
gp_congestion = 0.830
dp_hpwl_um = 15800
placed_area_um2 = 11500
portBuffers = 69

[outcome]
status = "finished, final reports clean"

[min_path]
hold_path.class = "reg2reg"
routing by layer:
layer / vias to the layer above / routed length (um) / global-route usage / share of wire
met5: - / 50 / 0 / 0.0025
li1: 2734 / - / - / -
met3: 22 / 1560 / 0.0482 / 0.078
met1: 3085 / 9240 / 0.193 / 0.46
met2: 174 / 8870 / 0.186 / 0.44
met4: 8 / 262 / 0.0102 / 0.013
cells in the final DEF (no fill, tap or decap), types with 3 or more instances in the layout:
master / n
and2_1: 157
and2_2: 10
buf_4: 27
bufinv_16: 3
clkbuf_16: 9
clkdlybuf4s50_1: 61
dfrtp_1: 68
dlymetal6s2s_1: 6
fa_1: 219
fa_2: 31
ha_1: 72
ha_4: 3
inv_1: 231
nand2_1: 89
xor2_1: 3
layout make-up:
class	instances	area share
multi-input combinational	587	0.631
timing repair buffer	97	0.0770
sequential	68	0.143
inverter	232	0.0730
clock buffer	10	0.0192
clock inverter	6	0.00933
tap	455	0.0477
stage by stage:
stage               cells  setup WS [ns]  hold WS [ns]  power [uW]  setup TNS, ns
floorplan             955        0.00976         0.436        1640              0
global placement     1438         -0.656         0.454        2160          -1.82
detailed placement   1438         -0.733         0.456        2180          -2.17
CTS                  1455         0.0714         0.513        2440              0
global route         1455         0.0130         0.541        2690              0
finish               1455          0.351         0.509        2330              0
critical path, delay by kind of cell, from the launching register on:
| kind | cells | cell delay [ns] |
|---|---|---|
| adder cells (fa/ha/maj) | 34 | 11.52 |
| buffers and inverters | 1 | 0.44 |
| flip-flops | 1 | 0.37 |
what timing repair did:
action                                  4_1_cts  5_1_grt
setup buffers                                 1        0
pin swaps                                    36        9
endpoints found under the setup margin        6        5
resized                                       9        9
where the power goes:
group          switching (uW)  leakage [uW]  internal [uW]
Combinational             824       0.00470            919
Sequential               53.1      0.000798            306
Clock                    75.6      0.000163            150
flip-flops by register name, summed over array words and instances, names as in the netlist:
signal / count
d2.q: 36
d1.q: 32
path summary, 6_finish.rpt:
check	from	endpoint	slack (ns)	cells past startpoint
max	d1.q[0]$_DFF_PP0_	out[33]	0.35	35
min	d2.q[0]$_DFF_PP0_	d2.q[0]$_DFF_PP0_	0.51	1
max reg2reg	d1.q[0]$_DFF_PP0_	d2.q[35]$_DFF_PP0_	3.91	37
min reg2reg	d2.q[0]$_DFF_PP0_	d2.q[0]$_DFF_PP0_	0.51	1
max in group asynchronous	reset	d2.q[3]$_DFF_PP0_	12.06	3
min in group asynchronous	reset	d1.q[24]$_DFF_PP0_	3.28	2
logic make-up (layout without fill, tap and decap cells):
| kind of cell | after synthesis | in the layout | share of synthesized area |
|---|---|---|---|
| DFF | 68 | 68 | 0.161 |
| adders and majority gates | 326 | 326 | 0.564 |
| xor gates and xnor gates | 5 | 5 | 0.00556 |
| buffers and inverters | 300 | 345 | 0.138 |
| and+or+nand+nor | 256 | 256 | 0.132 |
Power figures rest on the tool's default switching activity, not on a simulated workload.
