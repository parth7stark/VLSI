===== ./constraint.sdc =====
current_design sync_up

set clk_period 2.4
set clk_io_pct 0.2

create_clock -name clk0 -period $clk_period [get_ports {clock}]

set non_clock_inputs [all_inputs -no_clocks]
set_input_delay [expr $clk_period * $clk_io_pct] -clock clk0 $non_clock_inputs
set_output_delay [expr $clk_period * $clk_io_pct] -clock clk0 [all_outputs]

===== ./design.v =====
module tff(t,clk,reset,q,qb);
input t, clk, reset;
output q,qb;
reg q=0;			 
always@(posedge clk or posedge reset)
begin
	if(reset)
 		q <= 1'b0;
	else if(t==1)
		q <= !q;
	else
		q <= q;
end
 assign qb = !q;
endmodule
module sync_up(t,clock,reset,q,qb,M);
input t,clock, reset,M;
output [3:0]q,qb;
wire tb,tc,td;
tff T0(t,clock, reset,q[0],qb[0]);
assign tb =  M ^ q[0];		 
tff T1(tb,clock, reset,q[1],qb[1]);
assign tc = (!M & q[0] & q[1]) | (M & !q[0] & !q[1]);
tff T2(tc,clock, reset,q[2],qb[2]);
assign td = (!M & q[0] & q[1] & q[2]) | (M & !q[0] & !q[1] & !q[2]);
tff T3(td,clock, reset,q[3],qb[3]);
endmodule

===== ./config.mk =====
export PLATFORM = sky130hd
export DESIGN_NAME = sync_up
export DESIGN_NICKNAME = sync_up
export VERILOG_FILES = /design/flow/design.v
export SDC_FILE = /design/flow/constraint.sdc
export NUM_CORES = 4
export LEC_CHECK = 1
export CORE_AREA = 10 10 70 70
export DIE_AREA = 0 0 80 80

===== ./run.sh =====
#!/bin/bash
# OpenROAD 26Q1-2900-gdf79404cd8, Yosys 0.63+post, stock flow scripts
make -C /OpenROAD-flow-scripts/flow DESIGN_CONFIG=/design/flow/config.mk WORK_HOME=/design/flow/orfs finish

==> impl_metrics.csv <==
group,metric,value,unit
sta,setup_tns,0,ns
cells_and_area,fill_cells,395,
cts,ctsHoldBuffers,0,
die,die_w,80,µm
global_route,antenna_found_initial,0,
placed_design,placedInstanceArea,379,µm²
die,fp.dieH,80,µm
synthesis,syn_avg_cell_area,10.1,µm²
global_route,grt_max_degree,6,
sta,max_freq,575,MHz
sta,drv_slew,0,
run,cap_violations,0,
synthesis,yosys_warnings,1,
sta,setup_violations,0,
route,ant_nets,0,
synthesis,yosys.stat.seqShare,36.9,%
cts,worstSkewPairLatency,0.24,ns
placed_design,io_buffer_count,11,
route,drt_iter0_drc,2,
route,dr.pass1.iters,2,
pwr,power_density,1150,nW/µm²
worst_setup_path,cp_max_fo,5,
cts,post_cts_buffers,0,
cts,cts_tree,"yes",
worst_setup_path,required,1.92,ns
cts,cts_sinks,4,
die,coreArea,3420,µm²
global_route,grt_pass1_vias,176,
global_route,grt_pass1_wl,848,µm
route,drc,0,
cells_and_area,lay_top_count,"clkdlybuf4s50_1",
route,wirelength,576,µm
synthesis,top_area_share,36.9,%
cts,h-tree-depth,1,
worst_setup_path,critical_path_class,"flop to output pin",
route,antenna_cells,0,
die,ios,12,
placed_design,gp_congestion,0.699,
placed_design,hpwl,496,µm
synthesis,yosys-top-cells-area,"dfrtp_1 (37%), buf_4 (22%), xnor2_1 (9.7%)",
global_route,track_usage,1.76,%
outcome,status,"finished, final reports clean",
worst_setup_path,reg2regPathDepth,4,
synthesis,syn_area,272,µm²
route,drt-vias-per-instance,2.15,
cells_and_area,drive_above_1_share,12.1,%
route,avgRoutedWirePerCell,7.29,µm
global_route,gr-total-overflow,0,
sta,finalHoldViolCount,0,
die,fp_util,7.95,%
cts,cts_resized,0,
die,chipArea,6400,µm²
cells_and_area,layout_top_cells,"clkdlybuf4s50_1 (11), inv_1 (6), dfrtp_1 (4), xnor2_1 (3), clkbuf_4 (3)",
cells_and_area,fin_area,402,µm²
sta,min_period,1.74,ns
cells_and_area,area_delta_synth_final,47.9,%
synthesis,synth-seq-cells,4,
pwr,ir_drop,0.197,mV
pwr,p_leak,0.175,nW
worst_setup_path,cp.arrival,1.26,ns
route,vias,170,
cts,numCtsBuffers,3,
sta,worst_slew_pin_slew,0.201,ns
cts,cts_root_buf,"clkbuf_4",
run,warnings,26,
synthesis,largest_area_cell,"dfrtp_1",
sta,rsz0062_at_grt,"no",
die,rows,21,
sta,min_period_over_period,72.5,%
worst_setup_path,end_kind,"output pin",
sta,max-slew-margin-rel,86.6,%
cts,clkTransAtPathRegs,0.04,ns
sta,fin_worst_skew,0.00101,ns
synthesis,ys_cells,27,
min_path,hp-class,"primary input to asynchronous set/reset pin",
synthesis,synthCells,27,
synthesis,ys_area,272,µm²
cts,ctsLongestPathBuffers,2,
synthesis,ys_types,9,
worst_setup_path,start_kind,"flop",
flip-flops by register name (all words and copies together), names as in the netlist:
register  flops
T3.q          1
T1.q          1
T0.q          1
T2.q          1
worst max-delay path, cell delays in order, from the launching register on:
cell	delay, ns
dfrtp_1	0.43
inv_1	0.12
clkdlybuf4s50_1	0.48
cell type report:
cell class | instances | area [µm²] | share of cell area, %
clock buffer | 3 | 22.5 | 5.61
timing repair buffer | 11 | 110 | 27.4
inverter | 6 | 22.5 | 5.61
tap | 46 | 57.6 | 14.3
multi-input combinational | 9 | 88.8 | 22.1
sequential | 4 | 100 | 24.9
layer usage:
layer / up-vias / routed length [µm] / global-route usage (%)
li1: 87 / - / -
met1: 69 / 220 / 1.74
met2: 12 / 199 / 2.17
met3: 2 / 129 / 1.93
met4: 0 / 27 / 1.06
met5: - / 0 / 0
synth_stat cells:
| cell | n |
|---|---|
| inv_1 | 6 |
| xnor2_1 | 3 |
| ha_1 | 2 |
| a31oi_2 | 1 |
| mux2i_1 | 1 |
| and3_1 | 1 |
| xor2_1 | 1 |
| buf_4 | 8 |
| dfrtp_1 | 4 |
kinds of logic after synthesis:
logic type	count (synthesis)	share of synthesized area (%)
buffers and inverters	14	30.4
XOR/XNOR	4	12.9
flip-flops	4	36.9
adder cells (fa/ha/maj)	2	9.22
AND-OR/OR-AND	1	4.61
multiplexers	1	3.69
AND/OR/NAND/NOR	1	2.31
metrics by stage:
| step | std cells | hold WS (ns) | worst slack [ns] | power, W | utilization [%] |
|---|---|---|---|---|---|
| finish | 79 | 0.424 | 0.660 | 0.000463 | 11.8 |
| global route | 79 | 0.436 | 0.609 | 0.000508 | 11.8 |
| CTS | 79 | 0.426 | 0.654 | 0.000477 | 11.8 |
| detailed placement | 76 | 0.494 | 0.644 | 0.000388 | 11.1 |
| global placement | 76 | 0.488 | 0.656 | 0.000387 | 11.1 |
| floorplan | 27 | 0.246 | 1.19 | 0.000314 | - |
power by group:
part | switching, W | leakage, nW | internal, W | total (W)
Combinational | 0.0000596 | 0.114 | 0.000171 | 0.000231
Clock | 0.0000281 | 0.0138 | 0.0000560 | 0.0000841
Sequential | 0.0000428 | 0.0467 | 0.000105 | 0.000148
path summary, 6_finish.rpt:
| check | start | to | slack, ns |
|---|---|---|---|
| max in group asynchronous | reset | T0.q | 1.83 |
| min in group clk0 | T3.q | T3.q | 0.49 |
| setup reg to reg | T0.q | T3.q | 1.24 |
| hold / removal | reset | T2.q | 0.42 |
| hold reg to reg | T3.q | T3.q | 0.49 |
| setup / recovery | T1.q | qb[1] | 0.66 |
No activity file was given, so power comes from the tool's default toggle rates.
