[flow/design.v]
module D_FF(q,d,clk,reset);
output reg q;
input d,clk,reset;
always@(posedge clk)
begin
	if(reset==1'b1)
		q<=1'b0;
	else
		q<=d;
end	
endmodule	
module mux_4_1(y,s1,s0,i3,i2,i1,i0);
output reg y;
input i3,i2,i1,i0;
input s1,s0;
always@(s1,s0,i3,i2,i1,i0)
begin
	if(s0==0 & s1==0)
		y = i0;
	else if(s0==0 & s1==1)
		y = i1;
	if(s0==1 & s1==0)
		y = i2;
	if(s0==1 & s1==1)
		y = i3;
end
endmodule		
module USR(O,I,clk,reset,s,SINR,SINL);
wire [3:0] w;
input [3:0] I;
input [1:0] s;
input clk;
input reset,SINR,SINL;
output [3:0] O;
	mux_4_1 m1(w[0],s[1],s[0],I[0],SINL,O[1],O[0]);
	mux_4_1 m2(w[1],s[1],s[0],I[1],O[0],O[2],O[1]);
	mux_4_1 m3(w[2],s[1],s[0],I[2],O[1],O[3],O[2]);
	mux_4_1 m4(w[3],s[1],s[0],I[3],O[2],SINR,O[3]);
	D_FF d1(O[0],w[0],clk,reset);
	D_FF d2(O[1],w[1],clk,reset);
	D_FF d3(O[2],w[2],clk,reset);
	D_FF d4(O[3],w[3],clk,reset);
endmodule
[flow/run.sh]
#!/bin/bash
# OpenROAD 26Q1-2900-gdf79404cd8, Yosys 0.63+post, stock flow scripts
make -C /OpenROAD-flow-scripts/flow DESIGN_CONFIG=/design/flow/config.mk WORK_HOME=/design/flow/orfs finish
[flow/config.mk]
export PLATFORM = sky130hd
export DESIGN_NAME = USR
export DESIGN_NICKNAME = USR
export VERILOG_FILES = /design/flow/design.v
export SDC_FILE = /design/flow/constraint.sdc
export NUM_CORES = 4
export LEC_CHECK = 1
export CORE_AREA = 10 10 70 70
export DIE_AREA = 0 0 80 80
[flow/constraint.sdc]
current_design USR

set clk_period 1.8
set clk_io_pct 0.2

create_clock -name clk0 -period $clk_period [get_ports {clk}]

set non_clock_inputs [all_inputs -no_clocks]
set_input_delay [expr $clk_period * $clk_io_pct] -clock clk0 $non_clock_inputs
set_output_delay [expr $clk_period * $clk_io_pct] -clock clk0 [all_outputs]
==> results_slide.txt <==
Key Metrics from the Run

Drt
  • Routed Antenna Nets: 0
  • Routed length per instance: ~9.5 microns
  • # diodes: 0
  • WL final: 779 microns
  • Initial DRC count: 2
  • Via count: 213
  • Drc violations: 0
  • Via density: around 2.6
  • First-pass DRT Iterations: 4

Layout
  • Filler instances: 389
  • Share of cells above drive strength 1: 8.33%
  • Design Area, Final: 498 sq um
  • Area growth from synthesis to layout: 63.8%

Run
  • Max Cap Viol: 0
  • Tool warnings: 25

Global route
  • Met2 Track Usage GR: 1.77%
  • GR Util All Layers: 2.40%
  • Busiest grt layer: met1
  • Congestion Overflow GR: 0
  • First-pass GRT wire length: between 1000 and 1500 microns
  • Largest net degree at the start of global routing: 5
  • Initial antenna violation count: 0
  • Vias in the first global route: 215
  • Met3 usage: 2.61%
  • Met1 Use GR: 3.88%

Synthesis
  • Top-area cell share: between 30% and 40%
  • YS warnings: 2
  • EDFF count, synth: 0
  • Yosys synthesis chip area: 304 sq um
  • Yosys cell types: 6
  • Main flop type: dlxtn_1
  • Gate Count Post-Synth: 21
  • Async S/R FF share, synth: 0%
  • Post-Syn Area: 304 sq um
  • Main area contributors after synthesis: mux4_1 35%, dfxtp_1 26%, dlxtn_1 20%
  • Yosys Instances: 21
  • Top post-synthesis cells by count: 4 x buf_4, 4 x dfxtp_1, 4 x dlxtn_1, 4 x mux4_1, 4 x nor2b_1
  • Biggest area consumer among synthesized cells: mux4_1
  • Syn_area_per_cell: 14.5 sq um
  • Yosys reg bits: 8

Floorplan
  • Core Area: 3420 sq um
  • DIE AREA: 6400 sq um
  • Die H: 80 microns
  • FP Core Util: 8.90%
  • Ports: 14
  • FP Rows: 21
  • Die X: 80 microns

Pwr
  • Pleak: about 0.21 nW
  • NetSw: 0.0533 mW
  • Seq pwr share: around two fifths
  • Peak supply drop: 259 uV
  • PD cells: 526 nW/um^2
  • Switching Share: approximately 20%
  • Logic pwr share: between 10% and 20%
  • Power after layout: about 0.26 mW
  • Total internal power: 0.209 mW
  • Clk pwr share: 43.2%

Final timing
  • Fmax achieved: 655 MHz
  • Pins Over Slew Limit: 0
  • RSZ-0062 raised after global routing: no
  • Register pins left without a clock: 4
  • Min Clock Period, post-route: approximately 1500 ps
  • Final Hold Viols: 0
  • Setup violators final: 0
  • Cycle use final: 84.9%
  • Endpoints left unconstrained: 4

Placed design
  • Placed inst area: 473 sq um
  • Port bufs: 13
  • Placer Congestion: 0.773

Worst setup path
  • WS Path Type: input port to flop
  • Slowest-stage cell, CP: clkdlybuf4s50_1
  • Family with the most delay on the worst path: buffers and inverters
  • Crit path launch type: input port
  • CP required: 1920 ps
  • Worst-path cell chain: clkdlybuf4s50_1 > mux4_1 > dlxtn_1 > nor2b_1
  • Buffer-and-inverter tally for the worst setup path: 1
  • Crit-path max cell delay: 580 ps
  • Largest fanout on the critical path: 4
  • CP arrival: approximately 1700 ps
  • Critical Path Sink Type: flop

Clock network
  • CTS max path bufs: 2
  • Clk slew on worst S/H paths: 40 ps
  • TritonCTS clock tree: done
  • CTS Buf Count: 3
  • Root Driver: clkbuf_4
  • CTS H-tree lvls: 1

Min path
  • Worst hold path type: input port to flop

Status
  • Status: finished clean
## worst register-to-register path, delay by kind of cell (launching register included)
family / cells / cell delay (ps)
latches: 1 / 250
DFF: 1 / 330
muxes: 1 / 540
and+or+nand+nor: 1 / 110
## repair_timing
| item | CTS | global route |
|---|---|---|
| endpoints found under the setup margin | 0 | 3 |
| buffers inserted | 0 | 0 |
| gates resized | 0 | 1 |
| hold buffers | 0 | 0 |
## path summary, 6_finish.rpt
path / depth (start not counted) / endpoint / start / slack, ps
setup / recovery: 4 / d4.q / s[1] / 270
hold / removal: 2 / d2.q / reset / 770
setup reg to reg: 3 / d4.q / d3.q / 460
## area by class of cell
type	instances	area, sq um	area share [%]
repair buffers	13	133	26.6
multi-input cells	12	145	29.1
flip-flops and latches	8	140	28.1
clock buffers	3	22.5	4.52
well taps	46	57.6	11.6
## cell families (layout without fill, tap and decap cells)
kind of cell           Yosys count  count (layout)  synth area share [%]
other                            1               4                  1.23
AND/OR/NAND/NOR                  4               4                  8.23
multiplexers                     4               4                  34.6
buffers and inverters            4              16                  9.88
latches                          4               4                  19.8
flip-flops                       4               4                  26.3
## sequential cells by signal (all words and copies together) (netlist names)
signal and cells:
m1.y 1, d4.q 1, d3.q 1, d1.q 1, m4.y 1, m3.y 1, d2.q 1, m2.y 1
## power by group through the flow
| stage | logic (mW) | clock network, mW | registers, mW |
|---|---|---|---|
| finish | 0.0448 | 0.113 | 0.104 |
| global route | 0.0481 | 0.125 | 0.105 |
| CTS | 0.0453 | 0.119 | 0.104 |
## layer usage
layer | wire length [microns] | up-vias
met2 | 190 | 17
met3 | 139 | 0
met5 | 0 | -
li1 | - | 101
met1 | 448 | 95
met4 | 0 | 0
## metrics by stage
step                      instances  setup TNS (ps)  util, %  setup WS, ps  hold slack, ps
after global routing             82               0     14.6           234             807
after detailed placement         79            -905     13.8          -247            1000
after CTS                        82               0     14.5          1.60             757
after floorplan                  24               0        -           484             432
after global placement           79            -816     13.8          -231             993
final                            82               0     14.6           272             765
## cells in the final DEF, fill, tap and decap left out
| cell type | netlist | layout |
|---|---|---|
| clkbuf_4 | 0 | 3 |
| clkdlybuf4s50_1 | 0 | 12 |
| conb_1 | 1 | 4 |
| dfxtp_1 | 4 | 4 |
| dlxtn_1 | 4 | 4 |
| dlymetal6s2s_1 | 0 | 1 |
| mux4_1 | 4 | 4 |
| nor2b_1 | 4 | 4 |
No activity file was given, so power comes from the tool's default toggle rates.
